`config.mk`:
```
export PLATFORM = sky130hd
export DESIGN_NAME = DOTMATRIX_VERSION2
export DESIGN_NICKNAME = DOTMATRIX_VERSION2
export VERILOG_FILES = /design/flow/design.v
export SDC_FILE = /design/flow/constraint.sdc
export NUM_CORES = 4
export LEC_CHECK = 1
export CORE_AREA = 10 10 113 113
export DIE_AREA = 0 0 123 123
```
`constraint.sdc`:
```
current_design DOTMATRIX_VERSION2

set clk_period 2.8
set clk_io_pct 0.2

create_clock -name clk0 -period $clk_period [get_ports {clk}]

set non_clock_inputs [all_inputs -no_clocks]
set_input_delay [expr $clk_period * $clk_io_pct] -clock clk0 $non_clock_inputs
set_output_delay [expr $clk_period * $clk_io_pct] -clock clk0 [all_outputs]
```
`design.v`:
```
`timescale 1ns / 1ps
module DOTMATRIX_VERSION2(reset,power,clk,up,down,right,left,
                            y00,y01,y02,y03,
                            y10,y11,y12,y13,
                            y20,y21,y22,y23,
                            y30,y31,y32,y33);
input reset,power,clk,up,down,right,left;
output y00,y01,y02,y03,y10,y11,y12,y13,y20,y21,y22,y23,y30,y31,y32,y33;
reg [3:0]control;
reg [0:3]mat[0:3];
reg [3:0] i,j;
reg [1:0] row, col;
reg [3:0] present, next;
parameter INITIALLY = 4'b1111,	 
	    OFF       = 4'b1010,       
          START     = 4'b0101;       
always@(posedge clk)begin 
      control = {left,down,right,up};
      if(power)begin 
            if(reset)  present<=INITIALLY;
            else present<=next;
      end else present<=OFF;  
end 
always@(posedge clk)
begin 
    case(present)
        OFF : begin
                  for(j=0;j<4;j=j+1) begin
                        for(i=0;i<4;i=i+1) begin
                              mat[i][j]=0;
                        end
                  end
              end
        INITIALLY : begin
                        row=0;col=0;
                        for(j=0;j<4;j=j+1) begin
                              for(i=0;i<4;i=i+1) begin
                                    if(i==row & j==col) mat[i][j]=1'b1;
                                    else mat[i][j]=1'b0;
                              end
                        end
                       next = START;
                    end
        START : begin 
                  case(control)
                        4'b0001 : begin   
                                    row = row - 2'b01;
                                    for(j=0;j<4;j=j+1) begin
                                          for(i=0;i<4;i=i+1) begin
                                                if(i==row & j==col) mat[i][j]=1'b1;
                                                else mat[i][j]=1'b0;
                                          end
                                    end
                              end
                       4'b0010 : begin
                                    col = col + 2'b01;
                                    for(j=0;j<4;j=j+1)    begin
                                          for(i=0;i<4;i=i+1)  begin
                                                if(i==row & j==col) mat[i][j]=1'b1;
                                                else mat[i][j]=1'b0;
                                          end
                                    end
                              end
                        4'b0100 : begin
                                    row = row + 2'b01;
                                    for(j=0;j<4;j=j+1) begin
                                          for(i=0;i<4;i=i+1) begin
                                                if(i==row & j==col) mat[i][j]=1'b1;
                                                else mat[i][j]=1'b0;
                                          end
                                    end
                              end
                        4'b1000 : begin
                                    col = col - 2'b01;
                                    for(j=0;j<4;j=j+1) begin
                                          for(i=0;i<4;i=i+1) begin
                                                if(i==row & j==col) mat[i][j]=1'b1;
                                                else mat[i][j]=1'b0;
                                          end
                                    end
                              end
                        default : begin
                                    for(j=0;j<4;j=j+1)    begin
                                          for(i=0;i<4;i=i+1)  begin
                                                if(i==row & j==col) mat[i][j]=1'b1;
                                                else mat[i][j]=1'b0;
                                          end
                                    end
                              end
                  endcase     
            end 
      default : begin
                  row=0;col=0;
                  for(j=0;j<4;j=j+1) begin
                        for(i=0;i<4;i=i+1) begin
                              if(i==row & j==col) mat[i][j]=1'b1;
                              else mat[i][j]=1'b0;
                        end
                  end
                  next = START;
            end
    endcase 
end 
assign y00 = mat[0][0];   assign y01 = mat[0][1];   assign y02 = mat[0][2];   assign y03 = mat[0][3];
assign y10 = mat[1][0];   assign y11 = mat[1][1];   assign y12 = mat[1][2];   assign y13 = mat[1][3];
assign y20 = mat[2][0];   assign y21 = mat[2][1];   assign y22 = mat[2][2];   assign y23 = mat[2][3];
assign y30 = mat[3][0];   assign y31 = mat[3][1];   assign y32 = mat[3][2];   assign y33 = mat[3][3];
endmodule
```
`run.sh`:
```
#!/bin/bash
# OpenROAD 26Q1-2900-gdf79404cd8, Yosys 0.63+post, stock flow scripts
make -C /OpenROAD-flow-scripts/flow DESIGN_CONFIG=/design/flow/config.mk WORK_HOME=/design/flow/orfs finish
```
==> flow_summary.json <==
{
  "synth_warnings": 2,
  "antenna_found_initial": 0,
  "fillers": 1129,
  "final_cell_mix": "dfxtp_1 (22), clkdlybuf4s50_1 (22), o22ai_1 (14)",
  "n_antenna_cell": 0,
  "cts_setup_buffers": 0,
  "track_usage_pct": 3.60,
  "first_global_vias": 869,
  "gr-total-overflow": 0,
  "rsz0062_at_grt": "false",
  "cp_cell_sequence": "inv_1, ha_1, mux2i_1, a32oi_1, o22ai_1",
  "yosysCellCount": 107,
  "port-buffer-count": 22,
  "ys_ff": 26,
  "worstSetupPathType": "reg -> reg",
  "root_buffer": "clkbuf_8",
  "cp.arrival_ns": 1.97,
  "cts-hold-fix-buffers": 0,
  "initial_core_util_pct": 11.2,
  "tightest_slew_ns": 0.694,
  "insertion_delay_ns": 0.27,
  "routed_wl_um": 2830,
  "core-area_um2": 10300,
  "cp_max_fo": 6,
  "antenna_left": 0,
  "synth.distinct_cells": 29,
  "clock-sinks": 26,
  "hold_depth": 2,
  "hold_class": "reg -> reg",
  "tool_warnings": 34,
  "max-slew-margin-rel_pct": 53.6,
  "fp.dieH_um": 123,
  "yosys_area_um2": 1150,
  "worst_clock_skew_ns": 0.00272,
  "numCtsBuffers": 3,
  "maxCapViolCount": 0,
  "final_cells": 268,
  "vias_per_cell": 3.26,
  "cts_resized": 0,
  "grt_max_degree": 16,
  "finalSetupViolCount": 0,
  "slowest_delay_ns": 0.47,
  "power_density_nw_per_um2": 492,
  "timing.final.crit_share_pct": 65.3,
  "end_kind": "flip-flop",
  "rr_worst_depth": 5,
  "leakage_nw": 0.553,
  "clockBufferDepth": 2,
  "total_power_mw": 0.790,
  "gp_congestion": 0.807,
  "core.rowCount": 37,
  "drive_gt1_share_pct": 6.82,
  "hpwl_um": 2260,
  "cp.required_ns": 2.94,
  "firstDrtPassIters": 4,
  "remaining_drc_errors": 0,
  "peakVddDrop_v": 0.000175,
  "syn-cell-area_um2": 1150,
  "crit_path_start_kind": "flip-flop",
  "vias": 874,
  "status": "complete, no violations",
  "fin_crit_ns": 1.83,
  "h-tree-depth": 1,
  "syn_inst": 107,
  "cts.clk_slew.worst_paths_ns": 0.09,
  "ys_seq_share_pct": 48.6,
  "syn_to_final_growth_pct": 39.3,
  "slowest_stage": "edfxtp_1",
  "die_w_um": 123,
  "postSynthAreaPerCell_um2": 10.8,
  "cts_tree": "done",
  "fin_area_um2": 1610,
  "pin_count": 23,
  "design.die.area_um2": 15100,
  "hold_viol": 0,
  "wl_per_cell_um": 10.6,
  "dp_cells": 264,
  "grt_pass1_wl_um": 4340,
  "postPlaceCellArea_um2": 1540,
  "drtIter0Drc": 68,
  "slew_violations": 0,
  "finalSetupTns_ns": 0,
  "timing.fmax_mhz": 547
}
stage by stage:
stage                     utilization (%)  setup slack [ns]  hold WS, ns
final                                15.6             0.971        0.658
after detailed placement             14.9              1.02        0.640
after global placement               14.9              1.08        0.653
after CTS                            15.6             0.991        0.666
after floorplan                         -              1.29        0.582
after global routing                 15.6             0.853        0.708
final timing paths:
path	endpoint	slack [ns]	startpoint
setup / recovery	mat[0][2]	0.97	col[0]
hold / removal	row[0]	0.66	present[0]
setup reg to reg	mat[0][2]	0.97	col[0]
hold reg to reg	row[0]	0.66	present[0]
synthesized netlist by cell type:
master	n	area, um2
a21o_1	1	7.51
a21oi_1	2	10.0
a22oi_1	2	15.0
a32oi_1	1	8.76
and2_1	2	12.5
clkbuf_1	1	3.75
dfxtp_1	22	440
edfxtp_1	4	120
ha_1	11	138
inv_1	4	15.0
mux2i_1	3	30.0
nand2_1	4	15.0
nand2b_1	4	25.0
nand3_1	8	40.0
nor2_1	7	26.3
nor2b_1	3	18.8
nor4_1	1	6.26
nor4b_4	1	23.8
o21ai_0	1	5.00
o21bai_1	1	7.51
o22ai_1	14	87.6
o22ai_2	1	12.5
o311ai_2	1	16.3
o31ai_1	1	7.51
o32a_1	1	10.0
or2_4	2	17.5
or2b_1	1	7.51
xnor2_1	2	17.5
xor2_1	1	8.76
area by class of cell:
class                      count  area (um2)  area share (%)
clock buffer                   4        66.3            4.13
inverter                       4        15.0           0.935
multi-input combinational     76         574            35.7
sequential                    26         561            34.9
tap                          136         170            10.6
timing repair buffer          22         220            13.7
cells by family after synthesis:
family          Yosys count  share of synthesized area (%)
simple gates             33                           16.7
compound gates           26                           16.3
flops                    26                           48.6
fa+ha+maj                11                           11.9
buf+inv                   5                           1.63
xor+xnor                  3                           2.28
mux                       3                           2.60
registers in the layout, summed over array words and instances, names as in the netlist:
signal   count
mat         16
control      4
col          2
present      2
row          2
power breakdown:
part	switching (mW)	internal, mW	total (mW)
logic	0.0559	0.0490	0.105
clock network	0.123	0.156	0.279
registers	0.0134	0.392	0.406
total	0.193	0.597	0.790
per-layer routing:
layer	wire length [um]	global-route usage [%]	part of all wire (%)
met1	1250	4.46	44
met2	1350	6.06	48
met3	185	1.30	6.5
met4	42	0.509	1.5
met5	0	0	0
worst max-delay path, delay by kind of cell, from the launching register on:
family	cells	cell delay (ns)
buf+inv	1	0.12
compound gates	2	0.57
mux	1	0.17
fa+ha+maj	1	0.37
flops	1	0.47
Power is estimated from default activity; no workload was simulated.
